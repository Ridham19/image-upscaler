**./run.sh**
```bash
#!/bin/bash
# OpenROAD 26Q1-2900-gdf79404cd8, Yosys 0.63+post, stock flow scripts
make -C /OpenROAD-flow-scripts/flow DESIGN_CONFIG=/design/flow/config.mk WORK_HOME=/design/flow/orfs finish
```
**./config.mk**
```make
export PLATFORM = sky130hd
export DESIGN_NAME = line_buffer
export DESIGN_NICKNAME = line_buffer
export VERILOG_FILES = /design/flow/design.v
export SDC_FILE = /design/flow/constraint.sdc
export NUM_CORES = 4
export LEC_CHECK = 1
export CORE_UTILIZATION = 40
```
**./constraint.sdc**
```tcl
current_design line_buffer

set clk_period 1.2
set clk_io_pct 0.2

create_clock -name clk0 -period $clk_period [get_ports {clk}]

set non_clock_inputs [all_inputs -no_clocks]
set_input_delay [expr $clk_period * $clk_io_pct] -clock clk0 $non_clock_inputs
set_output_delay [expr $clk_period * $clk_io_pct] -clock clk0 [all_outputs]
```
**./design.v**
```verilog
`timescale 1ns / 1ns
module dff (
    input  wire clk,
    input  wire rst,
    input  wire d,
    output reg  q
);
    always @(posedge clk) begin
        if (rst) q <= 1'b0;
        else     q <= d;
    end
endmodule
`timescale 1ns / 1ns
module reg_en #(parameter WIDTH = 8)(input clk, rst, en, input [WIDTH-1:0] d, output [WIDTH-1:0] q);
    genvar i;
    generate
        for (i = 0; i < WIDTH; i = i + 1) begin : bit_loop
            wire d_next;
            mux2 m (.d0(q[i]), .d1(d[i]), .s(en), .y(d_next));
            dff  f (.clk(clk), .rst(rst), .d(d_next), .q(q[i]));
        end
    endgenerate
endmodule
module row_shift_register #(parameter DATA_WIDTH = 24, parameter IMG_WIDTH = 384)(
    input clk, rst, ce, input [DATA_WIDTH-1:0] din, output [DATA_WIDTH-1:0] dout
);
    wire [DATA_WIDTH-1:0] tap [0:IMG_WIDTH];
    assign tap[0] = din;
    genvar i;
    generate
        for (i = 0; i < IMG_WIDTH; i = i + 1) begin : shift_loop
            reg_en #(.WIDTH(DATA_WIDTH)) r_inst (.clk(clk), .rst(rst), .en(ce), .d(tap[i]), .q(tap[i+1]));
        end
    endgenerate
    assign dout = tap[IMG_WIDTH];
endmodule
module line_buffer #(
    parameter DATA_WIDTH = 8,
    parameter IMG_WIDTH  = 128
)(
    input  wire                   clk, rst, ce,
    input  wire [DATA_WIDTH-1:0]  din,
    output wire [DATA_WIDTH-1:0]  dout_0, dout_1, dout_2, dout_3
);
    assign dout_0 = din;
    row_shift_register #(.DATA_WIDTH(DATA_WIDTH), .IMG_WIDTH(IMG_WIDTH)) row1 (.clk(clk), .rst(rst), .ce(ce), .din(dout_0), .dout(dout_1));
    row_shift_register #(.DATA_WIDTH(DATA_WIDTH), .IMG_WIDTH(IMG_WIDTH)) row2 (.clk(clk), .rst(rst), .ce(ce), .din(dout_1), .dout(dout_2));
    row_shift_register #(.DATA_WIDTH(DATA_WIDTH), .IMG_WIDTH(IMG_WIDTH)) row3 (.clk(clk), .rst(rst), .ce(ce), .din(dout_2), .dout(dout_3));
endmodule
`timescale 1ns / 1ns
module mux2 (
    input  wire d0,   
    input  wire d1,   
    input  wire s,    
    output wire y
);
    wire not_s;
    wire and0_out;
    wire and1_out;
    not g_not (not_s, s);
    and g_and0 (and0_out, d0, not_s);
    and g_and1 (and1_out, d1, s);
    or  g_or   (y, and0_out, and1_out);
endmodule
```
==> job_summary.md <==
### Yosys + OpenROAD results

| Metric | Value |
|---|---|
| Hold Crit Start | ce |
| Syn Inst Count | 9932 |
| Global Route Usage Sum | 11.93% |
| Hold Crit Class | in2reg |
| Cell Chain, Critical Path | buf_2 |
| Via Count | 63.15k |
| Max-cap violations | 0 |
| Worst Clk Skew | 38.59 ps |
| Post-route cell area | 0.1247 sq mm |
| Clock Pin Slew Worst Setup and Hold Paths | 60 ps |
| Clk sinks | 3072 |
| Post-synth seq share | 57.01% |
| Max Clock Freq | 0.6523 GHz |
| Crit. End Element | output port |
| CTS HTree Levels | 5 |
| Flops & latches, synth | 3072 |
| Maximum VDD drop | 0.001034 V |
| Drt via density | 4.572 |
| Crit-path leading delay family | flip-flops |
| Filler Cells Inserted | 23.12k |
| Initial drt markers | 2801 |
| Failing checks | negative setup slack |
| Num rows | 190 |
| Non-filler cells, final | 13.81k |
| Status | finished, violations left |
| CP bufs+invs | 1 |
| Top cells by area, synth | dfxtp_1 57%, mux2i_1 29%, nor2_1 11% |
| Number of top-level pins | 43 |
| Tightest Pin Transition | 642.1 ps |
| DR WL/cell | 11.52 um |
| Final hold violation count | 0 |
| Yosys Instances | 9932 |
| DRC | 0 |
| PD cells | 1667 mW/mm^2 |
| Final Setup Violations | 24 |
| Critical path type | reg2out |
| Inst Count DP | 13.22k |
| Max FO, Critical Path | 2 |
| Placed instance area | 0.1138 sq mm |
| Yosys stat area | 0.1079 sq mm |
| Die area | 0.2718 sq mm |
| Fp util | 40.23% |
| Flop-to-flop setup slack | 400 ps |
| Slowest CP cell | dfxtp_4 |
| Layout Utilization | 46.49% |
| First-pass GRT wire length | 275700 um |
| Clock root buffer | clkbuf_16 |
| LEAKAGE | 55.30 nW |
| Later-pin clock latency in the skew report | 830 ps |
| Post-route setup slack | -333.1 ps |
| Total wire length | 159100 um |
| Die Wd | 521.3 um |
| Unique cell type count in the Yosys netlist | 8 |
| Routability cong. | 0.7349 |
| Worst reg2reg path depth | 3 |
| Final Max Slew Viols | 0 |
| CP Data Required Time | 960 ps |
| Largest stage delay on the critical path | 370 ps |
| Layout overhead on the synthesized area | 15.57% |
| Final period demand of the worst path | 1533 ps |
| DIE HEIGHT | 521.3 um |
| Slew margin rel. | 57.19% |
| Startpoint types | flip-flop |
| Initial antenna violation count | 2 |
| OpenROAD warning count | 30 |
| Syn avg cell area | 10.86 sq um |
| Detailed Place HPWL | 90750 um |
| Share of cells above drive strength 1 | 9.299% |
| Ys Warns | 2 |
| Total congestion overflow | 0 |
| Final period util | 127.8% |
| Dominant cell area share | 57.01% |
| CTS tree | done |
| Worst path arrival time | 1290 ps |
| Largest net degree at the start of global routing | 76 |
| Mapped Area | 0.1079 sq mm |
| Clock buffer depth | 4 |
| Total CTS buffers | 321 |
| RSZ-0062 raised after global routing | yes |
| Antenna viol nets, final | 0 |
| Dominant cell type by area after synthesis | dfxtp_1 |
| Hold Crit Depth | 5 |
| CORE AREA | 0.2682 sq mm |
| DR pass1 iterations | 5 |
| Vias in the first global route | 59.80k |
| Port buffer count | 42 |
cells in the final DEF, fill, tap and decap left out, types with 2 or more instances in the layout:
master           instances
clkbuf_1                87
clkdlybuf4s50_1          8
buf_4                  258
inv_16                   2
clkbuf_8                67
bufinv_16               21
dfxtp_2                 22
clkinv_8                 4
inv_6                   10
clkinv_16                3
dlygate4sd2_1            8
clkbuf_16              331
dlygate4sd3_1            9
buf_12                 157
buf_6                   17
clkinv_2                41
buf_2                   11
dfxtp_1               3048
nor2_1                3072
dfxtp_4                  2
buf_16                   6
mux2i_1               3072
routing by layer:
layer	share of wire, %	up-vias	routed length, um	GRT usage, %
li1	-	33290	-	-
met1	53	29070	84080	18.56
met2	41	474	65500	17.76
met3	3.1	315	5007	1.965
met4	2.9	0	4549	3.222
met5	0	-	0	0
cells by family after synthesis:
| logic type | synth area share [%] |
|---|---|
| muxes | 28.50 |
| DFF | 57.01 |
| and+or+nand+nor | 10.69 |
| buffers and inverters | 3.800 |
timing repair:
action / 4_1_cts / 5_1_grt
resized: 130 / 13
hold endpoints to repair: 196 / 0
setup endpoints to repair: 32 / 1577
hold buffers: 10 / 0
buffers inserted: 7 / 5
gates cloned: 0 / 5
worst min-delay path: cells and delay by family:
kind,cells,cell delay [ps]
mux,1,120
simple gates,1,80
buf+inv,3,760
stage by stage:
| step | power, mW | hold slack, ps | setup slack [ps] | TNS [ps] |
|---|---|---|---|---|
| after floorplan | 110.4 | 387.2 | -51.64 | -136870 |
| after CTS | 211.3 | 351.8 | -448.2 | -13610 |
| after global routing | 215.7 | 376.0 | -435.9 | -9372 |
| after detailed placement | 112.3 | 476.8 | -311.0 | -611470 |
| after global placement | 112.2 | 470.9 | -267.0 | -555800 |
| final | 207.8 | 435.4 | -333.1 | -7047 |
cell type report:
cell class | instances | area [sq um] | area share (%)
diodes | 1 | 2.502 | 0.002007
clock buffers | 480 | 9407 | 7.545
clock inverters | 83 | 1135 | 0.9103
multi-input cells | 6144 | 42280 | 33.91
flip-flops and latches | 3072 | 61530 | 49.36
well taps | 3552 | 4444 | 3.565
repair buffers | 480 | 5869 | 4.708
synth_stat cells:
cell      count
buf_2        96
buf_1         2
dfxtp_1    3072
nor2_1     3072
buf_4       322
buf_6        11
clkbuf_1    285
mux2i_1    3072
where the power goes:
part | switching [mW] | total, mW | internal (mW)
sequential | 0.0167 | 102 | 102
combinational | 4.47 | 8.05 | 3.58
clock | 38.9 | 97.7 | 58.8
how the worst max path moves through the flow:
stage,startpoint,to,slack (ps),depth (start not counted)
4_1_cts,flip-flop,dout_1[0],-450,1
5_1_grt,flip-flop,dout_1[0],-440,1
6_report,flip-flop,dout_1[0],-330,1
No activity file was given, so power comes from the tool's default toggle rates.
