[/design/flow/run.sh]
#!/bin/bash
# OpenROAD 26Q1-2900-gdf79404cd8, Yosys 0.63+post, stock flow scripts
make -C /OpenROAD-flow-scripts/flow DESIGN_CONFIG=/design/flow/config.mk WORK_HOME=/design/flow/orfs finish
[/design/flow/constraint.sdc]
current_design bicubic_core

set clk_period 28.4
set clk_io_pct 0.2

create_clock -name clk0 -period $clk_period [get_ports {clk}]

set non_clock_inputs [all_inputs -no_clocks]
set_input_delay [expr $clk_period * $clk_io_pct] -clock clk0 $non_clock_inputs
set_output_delay [expr $clk_period * $clk_io_pct] -clock clk0 [all_outputs]
[/design/flow/config.mk]
export PLATFORM = sky130hd
export DESIGN_NAME = bicubic_core
export DESIGN_NICKNAME = bicubic_core
export VERILOG_FILES = /design/flow/design.v
export SDC_FILE = /design/flow/constraint.sdc
export NUM_CORES = 4
export LEC_CHECK = 1
export CORE_UTILIZATION = 50
[/design/flow/design.v]
`timescale 1ns / 1ns
module full_adder (
    input wire a, b, cin, output wire sum, cout
);
    wire xor_ab, and_ab, and_cin_xor;
    xor g1 (xor_ab, a, b);
    xor g2 (sum, xor_ab, cin);
    and g3 (and_ab, a, b);
    and g4 (and_cin_xor, cin, xor_ab);
    or  g5 (cout, and_ab, and_cin_xor);
endmodule
module adder_20b (
    input  wire [19:0] a,
    input  wire [19:0] b,
    output wire [19:0] sum
);
    wire [20:0] carry;
    assign carry[0] = 1'b0;
    genvar i;
    generate
        for (i = 0; i < 20; i = i + 1) begin : fa_loop
            full_adder fa_inst (.a(a[i]), .b(b[i]), .cin(carry[i]), .sum(sum[i]), .cout(carry[i+1]));
        end
    endgenerate
endmodule
`timescale 1ns / 1ns
module reg8 (input clk, rst, input [7:0] d, output [7:0] q);
    genvar i; generate for (i=0; i<8; i=i+1) begin : dff_loop
        dff f (.clk(clk), .rst(rst), .d(d[i]), .q(q[i]));
    end endgenerate
endmodule
module reg8_en (input clk, rst, en, input [7:0] d, output [7:0] q);
    genvar i; generate for (i=0; i<8; i=i+1) begin : reg_loop
        wire d_next; mux2 m (.d0(q[i]), .d1(d[i]), .s(en), .y(d_next));
        dff f (.clk(clk), .rst(rst), .d(d_next), .q(q[i]));
    end endgenerate
endmodule
module bicubic_core #(
    parameter DATA_WIDTH = 8
)(
    input  wire                   clk, rst, shift_window, 
    input  wire [DATA_WIDTH-1:0]  row0_in, row1_in, row2_in, row3_in,
    input  wire [8:0]             h_w0, h_w1, h_w2, h_w3, v_w0, v_w1, v_w2, v_w3,
    output wire [DATA_WIDTH-1:0]  pixel_out
);
    wire [7:0] r0_c0, r0_c1, r0_c2, r0_c3;
    wire [7:0] r1_c0, r1_c1, r1_c2, r1_c3;
    wire [7:0] r2_c0, r2_c1, r2_c2, r2_c3;
    wire [7:0] r3_c0, r3_c1, r3_c2, r3_c3;
    reg8_en R00 (.clk(clk), .rst(rst), .en(shift_window), .d(row0_in), .q(r0_c0));
    reg8_en R01 (.clk(clk), .rst(rst), .en(shift_window), .d(r0_c0),   .q(r0_c1));
    reg8_en R02 (.clk(clk), .rst(rst), .en(shift_window), .d(r0_c1),   .q(r0_c2));
    reg8_en R03 (.clk(clk), .rst(rst), .en(shift_window), .d(r0_c2),   .q(r0_c3));
    reg8_en R10 (.clk(clk), .rst(rst), .en(shift_window), .d(row1_in), .q(r1_c0));
    reg8_en R11 (.clk(clk), .rst(rst), .en(shift_window), .d(r1_c0),   .q(r1_c1));
    reg8_en R12 (.clk(clk), .rst(rst), .en(shift_window), .d(r1_c1),   .q(r1_c2));
    reg8_en R13 (.clk(clk), .rst(rst), .en(shift_window), .d(r1_c2),   .q(r1_c3));
    reg8_en R20 (.clk(clk), .rst(rst), .en(shift_window), .d(row2_in), .q(r2_c0));
    reg8_en R21 (.clk(clk), .rst(rst), .en(shift_window), .d(r2_c0),   .q(r2_c1));
    reg8_en R22 (.clk(clk), .rst(rst), .en(shift_window), .d(r2_c1),   .q(r2_c2));
    reg8_en R23 (.clk(clk), .rst(rst), .en(shift_window), .d(r2_c2),   .q(r2_c3));
    reg8_en R30 (.clk(clk), .rst(rst), .en(shift_window), .d(row3_in), .q(r3_c0));
    reg8_en R31 (.clk(clk), .rst(rst), .en(shift_window), .d(r3_c0),   .q(r3_c1));
    reg8_en R32 (.clk(clk), .rst(rst), .en(shift_window), .d(r3_c1),   .q(r3_c2));
    reg8_en R33 (.clk(clk), .rst(rst), .en(shift_window), .d(r3_c2),   .q(r3_c3));
    wire [19:0] h_raw_0, h_raw_1, h_raw_2, h_raw_3;
    wire [7:0]  h_norm_0, h_norm_1, h_norm_2, h_norm_3;
    dot_product_4 dp_h0 (.p0(r0_c3), .p1(r0_c2), .p2(r0_c1), .p3(r0_c0), .w0(h_w0), .w1(h_w1), .w2(h_w2), .w3(h_w3), .result(h_raw_0));
    dot_product_4 dp_h1 (.p0(r1_c3), .p1(r1_c2), .p2(r1_c1), .p3(r1_c0), .w0(h_w0), .w1(h_w1), .w2(h_w2), .w3(h_w3), .result(h_raw_1));
    dot_product_4 dp_h2 (.p0(r2_c3), .p1(r2_c2), .p2(r2_c1), .p3(r2_c0), .w0(h_w0), .w1(h_w1), .w2(h_w2), .w3(h_w3), .result(h_raw_2));
    dot_product_4 dp_h3 (.p0(r3_c3), .p1(r3_c2), .p2(r3_c1), .p3(r3_c0), .w0(h_w0), .w1(h_w1), .w2(h_w2), .w3(h_w3), .result(h_raw_3));
    pixel_clipper clip_h0 (.in_val(h_raw_0), .out_pixel(h_norm_0));
    pixel_clipper clip_h1 (.in_val(h_raw_1), .out_pixel(h_norm_1));
    pixel_clipper clip_h2 (.in_val(h_raw_2), .out_pixel(h_norm_2));
    pixel_clipper clip_h3 (.in_val(h_raw_3), .out_pixel(h_norm_3));
    wire [7:0] v_in_0, v_in_1, v_in_2, v_in_3;
    reg8 V0 (.clk(clk), .rst(rst), .d(h_norm_0), .q(v_in_0));
    reg8 V1 (.clk(clk), .rst(rst), .d(h_norm_1), .q(v_in_1));
    reg8 V2 (.clk(clk), .rst(rst), .d(h_norm_2), .q(v_in_2));
    reg8 V3 (.clk(clk), .rst(rst), .d(h_norm_3), .q(v_in_3));
    wire [19:0] v_raw_final;
    dot_product_4 dp_v (.p0(v_in_3), .p1(v_in_2), .p2(v_in_1), .p3(v_in_0), .w0(v_w0), .w1(v_w1), .w2(v_w2), .w3(v_w3), .result(v_raw_final));
    pixel_clipper clip_final (.in_val(v_raw_final), .out_pixel(pixel_out));
endmodule
`timescale 1ns / 1ns
module dff (
    input  wire clk,
    input  wire rst,
    input  wire d,
    output reg  q
);
    always @(posedge clk) begin
        if (rst) q <= 1'b0;
        else     q <= d;
    end
endmodule
`timescale 1ns / 1ns
module dot_product_4 (
    input  wire [7:0]  p0, p1, p2, p3,        
    input  wire [8:0]  w0, w1, w2, w3,        
    output wire [19:0] result                 
);
    wire [19:0] m0, m1, m2, m3;
    mult_pixel_weight mul0 (.pixel(p0), .weight(w0), .result(m0));
    mult_pixel_weight mul1 (.pixel(p1), .weight(w1), .result(m1));
    mult_pixel_weight mul2 (.pixel(p2), .weight(w2), .result(m2));
    mult_pixel_weight mul3 (.pixel(p3), .weight(w3), .result(m3));
    wire [19:0] add0_1, add2_3;
    adder_20b adder_stg1_0 (.a(m0), .b(m1), .sum(add0_1));
    adder_20b adder_stg1_1 (.a(m2), .b(m3), .sum(add2_3));
    adder_20b adder_stg2 (.a(add0_1), .b(add2_3), .sum(result));
endmodule
`timescale 1ns / 1ns
module adder_n #(parameter WIDTH = 8)(input [WIDTH-1:0] a, b, input cin, output [WIDTH-1:0] sum, output cout);
    wire [WIDTH:0] carry; assign carry[0] = cin;
    genvar i;
    generate for (i=0; i<WIDTH; i=i+1) begin : fa_loop
        full_adder fa_inst (.a(a[i]), .b(b[i]), .cin(carry[i]), .sum(sum[i]), .cout(carry[i+1]));
    end endgenerate
    assign cout = carry[WIDTH];
endmodule
module twos_complement #(parameter WIDTH = 8)(input [WIDTH-1:0] in, output [WIDTH-1:0] out);
    wire [WIDTH-1:0] not_in; wire [WIDTH-1:0] ground = {WIDTH{1'b0}}; wire unused;
    genvar i; generate for (i=0; i<WIDTH; i=i+1) begin : inv_loop not g_not (not_in[i], in[i]); end endgenerate
    adder_n #(.WIDTH(WIDTH)) add_1_inst (.a(not_in), .b(ground), .cin(1'b1), .sum(out), .cout(unused));
endmodule
module mux2_n #(parameter WIDTH = 8)(input [WIDTH-1:0] d0, d1, input s, output [WIDTH-1:0] y);
    genvar i; generate for (i=0; i<WIDTH; i=i+1) begin : mux_loop
        mux2 m_inst (.d0(d0[i]), .d1(d1[i]), .s(s), .y(y[i]));
    end endgenerate
endmodule
module mult_8x8 (input [7:0] a, b, output [15:0] p);
    wire [15:0] pp [0:7];
    genvar i, j; generate for (i=0; i<8; i=i+1) begin : pp_row
        for (j=0; j<16; j=j+1) begin : pp_col
            if (j>=i && j<i+8) and g_and (pp[i][j], a[j-i], b[i]);
            else assign pp[i][j] = 1'b0;
        end
    end endgenerate
    wire [15:0] s01, s23, s45, s67, s03, s47; wire un;
    adder_n #(.WIDTH(16)) a01(.a(pp[0]), .b(pp[1]), .cin(1'b0), .sum(s01), .cout(un));
    adder_n #(.WIDTH(16)) a23(.a(pp[2]), .b(pp[3]), .cin(1'b0), .sum(s23), .cout(un));
    adder_n #(.WIDTH(16)) a45(.a(pp[4]), .b(pp[5]), .cin(1'b0), .sum(s45), .cout(un));
    adder_n #(.WIDTH(16)) a67(.a(pp[6]), .b(pp[7]), .cin(1'b0), .sum(s67), .cout(un));
    adder_n #(.WIDTH(16)) a03(.a(s01), .b(s23), .cin(1'b0), .sum(s03), .cout(un));
    adder_n #(.WIDTH(16)) a47(.a(s45), .b(s67), .cin(1'b0), .sum(s47), .cout(un));
    adder_n #(.WIDTH(16)) aF(.a(s03), .b(s47), .cin(1'b0), .sum(p), .cout(un));
endmodule
module mult_pixel_weight (
    input  wire [7:0]  pixel,      
    input  wire [8:0]  weight,     
    output wire [19:0] result      
);
    wire is_negative = weight[8];
    wire [7:0] neg_weight, weight_mag;
    twos_complement #(.WIDTH(8)) tc_w (.in(weight[7:0]), .out(neg_weight));
    mux2_n #(.WIDTH(8)) mux_w (.d0(weight[7:0]), .d1(neg_weight), .s(is_negative), .y(weight_mag));
    wire [15:0] mult_mag;
    mult_8x8 mult_inst (.a(pixel), .b(weight_mag), .p(mult_mag));
    wire [19:0] padded_mag = {1'b0, 1'b0, 1'b0, 1'b0, mult_mag};
    wire [19:0] negative_result;
    twos_complement #(.WIDTH(20)) tc_res (.in(padded_mag), .out(negative_result));
    mux2_n #(.WIDTH(20)) mux_final (.d0(padded_mag), .d1(negative_result), .s(is_negative), .y(result));
endmodule
`timescale 1ns / 1ns
module mux2 (
    input  wire d0,   
    input  wire d1,   
    input  wire s,    
    output wire y
);
    wire not_s;
    wire and0_out;
    wire and1_out;
    not g_not (not_s, s);
    and g_and0 (and0_out, d0, not_s);
    and g_and1 (and1_out, d1, s);
    or  g_or   (y, and0_out, and1_out);
endmodule
`timescale 1ns / 1ns
module pixel_clipper (
    input  wire [19:0] in_val,     
    output wire [7:0]  out_pixel   
);
    wire is_negative = in_val[19];
    wire [19:0] add_out;
    wire unused_cout;
    adder_n #(.WIDTH(20)) add_64 (
        .a(in_val), .b(20'd64), .cin(1'b0), .sum(add_out), .cout(unused_cout)
    );
    wire [19:0] shifted;
    assign shifted = {7'b0, add_out[19:7]};
    wire over_255 = |shifted[19:8];
    wire [7:0] mux1_out;
    mux2_n #(.WIDTH(8)) mux_over (
        .d0(shifted[7:0]), .d1(8'd255), .s(over_255), .y(mux1_out)
    );
    mux2_n #(.WIDTH(8)) mux_neg (
        .d0(mux1_out), .d1(8'd0), .s(is_negative), .y(out_pixel)
    );
endmodule
==> results.sh <==
# flow metrics
export IMPL_cts_hold_buf=0
export IMPL_yosys_top_cells_area="fa_1, ha_1, inv_1, and2_1, nand2_1"
export IMPL_startpoint_type="primary input"
export IMPL_core_mm2=0.111
export IMPL_cts_tree="done"
export IMPL_drt_iter0_drc=1073
export IMPL_slew_viol_final=0
export IMPL_grt_use_total_pct=24.3
export IMPL_place_congestion=0.889
export IMPL_edf_count=0
export IMPL_maxCapViolCount=0
export IMPL_switching_share_pct=52.5
export IMPL_io_buffers=114
export IMPL_globalRouteOverflowTotal=0
export IMPL_syn_to_final_growth_pct=4.55
export IMPL_end_kind="output pin"
export IMPL_path_class="in2out"
export IMPL_drc=0
export IMPL_io_pins=115
export IMPL_ys_flop_type="dfxtp_1"
export IMPL_warnings=97
export IMPL_cts_max_level=4
export IMPL_grt_pass1_vias=38000
export IMPL_yosys_warnings=2
export IMPL_path_common_cell="fa_1"
export IMPL_postLayoutCoreUtil_pct=52.7
export IMPL_fp_util_pct=50.4
export IMPL_cp_slowest_cell="clkdlybuf4s50_1"
export IMPL_n_fill_cell=9980
export IMPL_ys_chip_area_mm2=0.0558
export IMPL_setup_viol=0
export IMPL_top_cell="inv_1"
export IMPL_met2_usage_pct=41.5
export IMPL_max_freq_ghz=0.0423
export IMPL_worstPathRequired_ns=22.72
export IMPL_met1_usage_pct=33.0
export IMPL_grt_max_degree=99
export IMPL_async_flop_share_pct=0
export IMPL_rsz0062_at_grt="no"
export IMPL_die_y_um=336
export IMPL_instances_no_fill=7474
export IMPL_rows=122
export IMPL_tightest_slew_ns=0.836
export IMPL_drive_gt1_share_pct=2.11
export IMPL_cts_resized_gates=0
export IMPL_top_area_share_pct=43.0
export IMPL_vias_per_cell=4.85
export IMPL_clock_power_share_pct=5.5
export IMPL_peakVddDrop_mv=0.352
export IMPL_cp_max_fo=9
export IMPL_max_stage_delay_ns=0.65
export IMPL_post_route_period_util_pct=83.3
export IMPL_wl_per_cell_um=16.1
export IMPL_cts_root_buf="clkbuf_16"
export IMPL_relSlewSlack_pct=42.7
export IMPL_numSynthFlops=160
export IMPL_grt_pass1_wl_um=199000
export IMPL_clock_latency_ns=0.52
export IMPL_combPwrFrac_pct=87.5
export IMPL_syn_area_per_cell_um2=9.17
export IMPL_leakagePower_nw=30.1
export IMPL_hp_class="reg2reg"
export IMPL_hold_viol=0
export IMPL_status="completed"
export IMPL_die_x_um=336
export IMPL_min_period_ns=23.65
export IMPL_dieArea_mm2=0.113
export IMPL_routed_wl_um=120000
export IMPL_synth_largest_area_cell="fa_1"
export IMPL_synthesis_area_mm2=0.0558
export IMPL_arrival_ns=17.97
export IMPL_ant_nets=0
export IMPL_ys_seq_share_pct=5.74
export IMPL_dp_cells=7441
export IMPL_synth_cell_types=31
export IMPL_synthTopCellsByCount="inv_1, fa_1, nand2_1, ha_1, and2_1"
export IMPL_seq_power_share_pct=6.9
export IMPL_p_int_w=0.00212
export IMPL_vias=36300
export IMPL_busiest_layer="met2"
export IMPL_firstDrtPassIters=6
export IMPL_cts_buffers=17
export IMPL_clkSlewWorstSetupHoldPaths_ns=0.08
export IMPL_cts_setup_buffers=0
export IMPL_dpl_hpwl_um=102000
export IMPL_cts_sinks=160
export IMPL_skew_ns=0.0253
export IMPL_setup_tns_ns=0
export IMPL_use_met3_pct=5.99
export IMPL_clockBufferDepth=2
export IMPL_ys_cells=6083
export IMPL_antenna_found_initial=1
export IMPL_power_density_mw_per_mm2=76.6
export IMPL_netlist_instances=6083
export IMPL_p_sw_w=0.00235
[final timing paths]
check             slack, ns  cells past startpoint      from            endpoint
setup / recovery       4.75                     41   v_w2[0]        pixel_out[6]
setup reg to reg      16.65                     39  register  V3.dff_loop[0].f.q
hold reg to reg        0.61                      2  register            register
hold / removal         0.61                      2  register            register
[power by group through the flow]
stage	clock [W]	combinational, W	sequential (W)
4_1_cts	0.000254	0.00405	0.000310
5_1_grt	0.000261	0.00467	0.000316
6_report	0.000247	0.00391	0.000310
[cells by family after synthesis]
logic type	synth area share, %
simple gates	14.7
fa+ha+maj	59.6
compound gates	3.42
mux	3.97
buf+inv	11.9
xor+xnor	0.655
flops	5.74
[final cells by class]
cell class,instances,area [um^2],area share (%)
multi-input combinational,4255,46000,78.9
antenna,1,2.50,0.00429
timing repair buffer,166,1550,2.65
tap,1488,1860,3.19
inverter,1372,5150,8.83
clock inverter,13,128,0.219
clock buffer,19,443,0.759
sequential,160,3200,5.49
[cells in the final DEF (no fill, tap or decap), types with 2 or more instances in the layout]
cell type and n:
clkinvlp_4 5, buf_12 2, nand2b_1 39, o21ai_1 14
inv_2 2, nor2_1 170, inv_1 1370, nor2b_1 48
dfxtp_1 160, ha_1 743, nand2_1 871, a41oi_1 5
xnor2_2 4, mux2i_1 221, o21ai_0 182, nand3_1 5
inv_6 4, o21ai_2 27, and2_1 583, buf_4 55
a21o_1 20, xnor2_1 26, o21a_1 40, clkdlybuf4s50_1 108
xor3_1 4, clkbuf_16 17, a21oi_1 42, nor3_1 5
fa_1 1197, nand4_1 5, nor2_2 4
[through the flow]
step                power, W  cell area, um^2  hold slack, ns  setup WS, ns
global route         0.00525            58300           0.641          4.06
global placement     0.00434            57700           0.599          4.76
CTS                  0.00461            58300           0.612          4.71
floorplan            0.00316            55800           0.540          5.99
detailed placement   0.00430            57700           0.597          4.72
finish               0.00447            58300           0.611          4.75
[routing by layer]
metal | routed length, um | vias up
met1 | 49100 | 18000
met3 | 6480 | 95
met4 | 3010 | 2
li1 | - | 17700
met2 | 61600 | 477
met5 | 7 | -
[worst max-delay path, delay by kind of cell]
kind                     cells  cell delay [ns]
buffers and inverters        8             1.43
adder cells (fa/ha/maj)     25             9.62
AND/OR/NAND/NOR              5             0.62
AND-OR/OR-AND                3             0.60
Power figures rest on the tool's default switching activity, not on a simulated workload.
